`flow/run.sh`:
```
#!/bin/bash
# OpenROAD 26Q1-2900-gdf79404cd8, Yosys 0.63+post, stock flow scripts
make -C /OpenROAD-flow-scripts/flow DESIGN_CONFIG=/design/flow/config.mk WORK_HOME=/design/flow/orfs finish
```
`flow/config.mk`:
```
export PLATFORM = sky130hd
export DESIGN_NAME = baud_rate_generator
export DESIGN_NICKNAME = baud_rate_generator
export VERILOG_FILES = /design/flow/design.v
export SDC_FILE = /design/flow/constraint.sdc
export NUM_CORES = 4
export LEC_CHECK = 1
export CORE_AREA = 10 10 91 91
export DIE_AREA = 0 0 101 101
```
`flow/constraint.sdc`:
```
current_design baud_rate_generator

set clk_period 4.4
set clk_io_pct 0.2

create_clock -name clk0 -period $clk_period [get_ports {clk}]

set non_clock_inputs [all_inputs -no_clocks]
set_input_delay [expr $clk_period * $clk_io_pct] -clock clk0 $non_clock_inputs
set_output_delay [expr $clk_period * $clk_io_pct] -clock clk0 [all_outputs]
```
`flow/design.v`:
```
  module baud_rate_generator(input clk, reset, input [1:0] sel, output reg clkout);
    reg [11:0] count;
    reg [11:0] modulus;
    always @(posedge clk or posedge reset) begin
        if (reset) begin
            clkout <= 1'b0;
            count <= 0;
        end else if (count == modulus) begin
            count <= 0;
            clkout <= ~clkout;
        end else begin
            count <= count + 1;
        end
    end
    always @(sel) begin
        case (sel)
            2'b00: modulus <= 12'd1303;
            2'b01: modulus <= 12'd325;
            2'b10: modulus <= 12'd162;
            2'b11: modulus <= 12'd15;
            default: modulus <= 12'd325;
        endcase
    end
endmodule
```
==> impl_metrics.json <==
{
  "syn-cell-area_um2": 779,
  "initCoreUtil_pct": 12.3,
  "async_flop_share_pct": 100,
  "tightest_slew_ns": 0.819,
  "io_pins": 5,
  "antenna_left": 0,
  "stdcell_area_um2": 942,
  "cts_setup_buffers": 0,
  "startpoint_type": "input pin",
  "drive_gt1_share_pct": 9.30,
  "stdcell_count": 163,
  "grt_antenna_before_repair": 0,
  "rows": 29,
  "synth-edff-count": 0,
  "p_leak_nw": 0.342,
  "synthCells": 81,
  "yosysChipArea_um2": 779,
  "finalHoldViolations": 0,
  "place_ws_ns": 1.20,
  "clock_latency_ns": 0.24,
  "routed_wirelength_um": 1500,
  "avgSynthCellArea_um2": 9.62,
  "tool_warnings": 25,
  "layout_setup_ws_ns": 1.45,
  "rsz0062_at_grt": "no",
  "vias": 608,
  "path_delay_family": "AND-OR/OR-AND gates",
  "power.density_nw_per_um2": 246,
  "hpwl_um": 1070,
  "drc": 0,
  "htree_levels": 1,
  "cp_cell_sequence": "clkdlybuf4s50_1 -> or4b_1 -> a21o_1 -> a221oi_2 -> a221o_2",
  "synth_top_flop_cell": "dfrtp_1",
  "grt_first_pass_wirelength_um": 2700,
  "slew_headroom_pct": 45.4,
  "avgRoutedWirePerCell_um": 9.20,
  "hp-class": "reg2reg",
  "ys_ff": 13,
  "hold_slack_ns": 0.475,
  "drv_slew": 0,
  "placed_area_um2": 896,
  "tns_ns": 0,
  "fin_crit_sh_pct": 67.1,
  "yosysWarnings": 1,
  "track_usage_pct": 3.09,
  "crit_fanout": 11,
  "diodes": 0,
  "cpPeakStageDelay_ns": 0.71,
  "cts_hold_buf": 0,
  "timing.final.crit_period_ns": 2.95,
  "crit_buf_inv": 1,
  "dp_cells": 159,
  "die_h_um": 101,
  "worst-setup-path-type": "in2reg",
  "vias_per_cell": 3.73,
  "skew_ns": 0.00320,
  "status": "finished, final reports clean",
  "ys_cells": 81,
  "numCtsBuffers": 3,
  "cap_violations": 0,
  "postSynthSeqShare_pct": 41.7,
  "syn_to_final_growth_pct": 20.9,
  "cts-resized-gates": 0,
  "peakVddDrop_mv": 0.0723,
  "place_congestion": 0.862,
  "cts_root_buf": "clkbuf_8",
  "dieArea_um2": 10200,
  "utilization_pct": 14.8,
  "cts.sinks": 13,
  "clock_path_buffers": 2,
  "fmax_ghz": 0.339,
  "cts_tree": "done",
  "detail_route.iter0.violations": 36,
  "drt_first_pass_iters": 4,
  "crit_path_top_delay_cell": "a221oi_2",
  "port_buffers": 4,
  "grt_pass1_vias": 590,
  "clk_pin_slew_ns": 0.06,
  "worstSetupEndpointType": "flip-flop",
  "totalPowerFinal_mw": 0.232,
  "arrival_ns": 3.13,
  "cp.required_ns": 4.58,
  "grt_max_degree": 14,
  "yosysUniqueCellTypes": 32,
  "setup_viol": 0,
  "core_um2": 6350,
  "die_width_um": 101,
  "grt-ovfl-total": 0
}
-- cells by family (layout without fill, tap and decap cells) --
logic type / count (synthesis) / count (layout) / share of synthesized area [%]
and+or+nand+nor: 30 / 30 / 21.8
AOI/OAI and AO/OA: 20 / 20 / 17.8
DFF: 13 / 13 / 41.7
xor gates and xnor gates: 12 / 12 / 13.5
buffers and inverters: 5 / 10 / 3.53
adders and majority gates: 1 / 1 / 1.60
-- cells in the final DEF (no fill, tap or decap) --
cell type,n
clkbuf_8,3
a2bb2oi_1,1
nand3_1,2
nand4b_1,1
clkinv_2,1
ha_1,1
and3b_1,1
a221oi_2,1
a221o_2,1
dfrtp_1,13
clkdlybuf4s50_1,4
xnor2_1,7
or3_1,1
nand4_1,3
nand2_1,6
xor2_1,5
inv_1,2
nor2_1,4
a21boi_2,1
and2_1,2
and3_2,1
a21o_1,2
nor2b_1,3
or4b_1,1
nor3b_1,1
and3_1,1
o21ai_0,2
a21oi_1,10
nand3b_1,1
a32o_1,1
o211ai_1,1
nor3_1,2
-- layout make-up --
class	count	area (um2)
repair buffers	4	40.0
multi-input cells	63	427
clock buffers	3	41.3
well taps	77	96.3
flip-flops and latches	13	325
clock inverters	1	5.00
fillers	693	5410
inverters	2	7.51
-- cell usage after synthesis, types with 2 or more instances --
| library cell | count | area, um2 |
|---|---|---|
| nor2b_1 | 3 | 18.8 |
| nand3_1 | 2 | 10.0 |
| nor3_1 | 2 | 10.0 |
| xnor2_1 | 7 | 61.3 |
| xor2_1 | 5 | 43.8 |
| inv_1 | 2 | 7.51 |
| dfrtp_1 | 13 | 325 |
| nand2_1 | 6 | 22.5 |
| o21ai_0 | 2 | 10.0 |
| and2_1 | 2 | 12.5 |
| a21o_1 | 2 | 15.0 |
| nor2_1 | 4 | 15.0 |
| a21oi_1 | 10 | 50.1 |
| nand4_1 | 3 | 18.8 |
-- metal layers --
layer | part of all wire (%) | vias to the layer above | GRT usage [%] | wire length (um)
li1 | - | 298 | - | -
met1 | 50 | 297 | 4.25 | 755
met2 | 40 | 11 | 4.32 | 595
met3 | 8.8 | 2 | 1.46 | 132
met4 | 1.1 | 0 | 0.643 | 17
met5 | 0 | - | 0 | 0
-- where the power goes --
part           internal (mW)  total [mW]  switching (mW)  leakage, nW
logic                0.00391     0.00874         0.00483        0.165
registers              0.120       0.120               0        0.151
clock network         0.0624       0.104          0.0414       0.0255
-- worst reg2reg max path, delay by kind of cell, from the launching register on --
kind / cells / cell delay [ns]
simple gates: 1 / 0.54
compound gates: 3 / 1.20
flops: 1 / 0.46
-- sequential cells by signal, indices dropped and copies added, names as in the netlist --
| name | cells |
|---|---|
| count | 12 |
| clkout | 1 |
-- final timing paths --
path | cells after the start | to | from | slack, ns
worst max-delay path | 5 | clkout | sel[1] | 1.45
worst min-delay path | 1 | count[11] | count[11] | 0.48
worst max register to register | 4 | clkout | count[2] | 2.15
worst min register to register | 1 | count[11] | count[11] | 0.48
max in group asynchronous | 2 | count[4] | reset | 3.11
min in group asynchronous | 2 | count[6] | reset | 0.96
No activity file was given, so power comes from the tool's default toggle rates.
